### run.sh
#!/bin/bash
# OpenROAD 26Q1-2900-gdf79404cd8, Yosys 0.63+post, stock flow scripts
make -C /OpenROAD-flow-scripts/flow DESIGN_CONFIG=/design/flow/config.mk WORK_HOME=/design/flow/orfs finish
### design.v
module alu #(parameter N=32) (
	input  logic[2:0] operation,
	input  logic[N-1:0] a,
	input  logic[N-1:0] b,
	output logic[N-1:0] out
);
	localparam OP0 = 3'b000;  
	localparam OP1 = 3'b001;  
	localparam OP2 = 3'b010;  
	localparam OP3 = 3'b011;  
	localparam OP4 = 3'b100;  
	localparam OP5 = 3'b101;  
	localparam OP6 = 3'b110;  
	always_comb begin
		case(operation)
			OP0: out = a + b;
			OP1: out = a - b;
			OP2: out = a * b;
			OP3: out = a / b;
			OP4: out = a % b;
			OP5: out = a << b;
			OP6: out = a >> b;
			default: out = 0;
		endcase
	end
endmodule
### config.mk
export PLATFORM = sky130hd
export DESIGN_NAME = alu
export DESIGN_NICKNAME = alu
export VERILOG_FILES = /design/flow/design.v
export SDC_FILE = /design/flow/constraint.sdc
export NUM_CORES = 4
export LEC_CHECK = 1
export CORE_UTILIZATION = 30
### constraint.sdc
current_design alu

set clk_period 456.2
set clk_io_pct 0.2

create_clock -name clk0 -period $clk_period

set non_clock_inputs [all_inputs -no_clocks]
set_input_delay [expr $clk_period * $clk_io_pct] -clock clk0 $non_clock_inputs
set_output_delay [expr $clk_period * $clk_io_pct] -clock clk0 [all_outputs]
==> results_slide.txt <==
Run Summary

Yosys
  • Ys cells: 7292
  • Mux area share: 3.16%
  • XORs/XNORs by Area: 8.30%
  • Top non-seq family: adder cells
  • Post-synthesis instance area: 0.0517 sq mm
  • Yosys stat area: 0.0517 sq mm
  • Synth Seq Share: 0%
  • Adder Area Share: 32.5%
  • Aoi share: 25.8%
  • Post-Syn Instances: 7292
  • Syn avg cell area: 7.09 sq um
  • Ys Warns: 1
  • Netlist cell types: 115
  • Simple share: 22.7%

Cells and area
  • Clkbuf count: 0
  • Fill cells: 18229
  • Register area: 0 sq um
  • Registers: 0
  • Util after Layout: 32.7%
  • Area growth syn-to-layout: 8.20%
  • Layout cells sized above 1: 6.64%

Die
  • Die Wd: 417 um
  • Die height: 417 um
  • Core outline area: 0.171 sq mm
  • FP Rows: 152
  • Ports: 99
  • FP Util: 30.2%
  • Die area: 0.174 sq mm

Global route
  • GRT Total Usage: 30.1%
  • Global-route wire length before repair: 374000 um
  • Vias in the first global route: 53875
  • Largest net degree at the start of global routing: 68
  • Global route total overflow: 0
  • Antenna violations before repair: 23

Drt
  • DRC viols: 0
  • Avg WL per Cell: 27.1 um
  • Iter 0 DRT Violations: 4756
  • WL final: 260000 um
  • Via Count: 55596
  • Via density: 5.80
  • DRT antenna net count: 0
  • 1st-pass router iterations: 9

Power and ir drop
  • VDD IR-drop max: 32.7 uV
  • Sw Ratio: 62.6%
  • Net Sw Power: 258 uW
  • Leak: 25.9 nW
  • Power Dens Cells: 7.37 mW/mm^2
  • Pint: 154 uW

Timing
  • Final TNS setup: 0 ns
  • RSZ-0062 raised after global routing: false
  • Clock period minus final worst setup slack: 271.15 ns
  • Hold Fails Final Rpt: 0
  • Final setup violation count: 0
  • Slew @ Worst Pin: 1.33 ns
  • Max_slew headroom: 8.82%
  • Final Slew Violations: 0
  • Period utilization: 59.4%
  • Fmax: 3.69 MHz

Setup path
  • Required time of the critical path: 364.96 ns
  • Critical Path AT: 179.91 ns
  • Worst setup SP type: input port
  • Worst Setup End Kind: primary output
  • Max stage delay cell, worst path: a2111oi_0
  • Setup CP Type: input port to primary output
  • Crit path largest cell delay: 1.11 ns
  • Crit path top cell by count: ha_1
  • Worst Path Max Fanout: 36

Place
  • IO buf count: 99
  • Final RePlAce weighted congestion: 1.09
  • Post-DP HPWL: 208000 um

Run
  • Max-Cap Viols: 0
  • Warning total across the stage logs: 37

Min path
  • Min-delay src: a[0]
  • Hold crit path type: input port to primary output
  • Hold path cells: 5
  • Hold endpoint: out[0]

CTS
  • Resize count post-CTS: 0
  • Cts hold-fix bufs: 0
  • Setup Fix Bufs, Post-CTS: 0

Run status
  • Run status: complete, no violations
-- cell usage in the layout, fill, tap and decap left out, types with 17 or more instances in the layout --
master	Yosys	routed
buf_4	1	219
a221oi_1	28	28
a211oi_1	78	77
a211o_1	22	22
xor2_1	177	177
o31ai_1	60	57
xnor2_1	313	313
a221o_1	18	18
nor2b_1	57	57
a2111oi_0	24	24
and3_1	73	73
clkdlybuf4s50_1	0	83
a31oi_1	85	85
nor3_1	166	166
o21bai_1	54	54
nor2_1	670	666
and2_1	116	116
o31a_1	22	22
inv_1	679	673
a21boi_0	26	26
fa_1	410	410
or4_1	17	17
o221ai_1	26	26
a21oi_1	504	501
o21a_1	136	136
nor4_1	37	36
or2_2	66	66
nand2_1	950	950
nand4_1	49	49
mux2_2	64	64
nand2b_1	70	70
or3_1	61	61
ha_1	687	687
o22ai_1	31	31
a21o_1	192	192
nand3_1	130	130
o21ai_0	367	367
o211ai_1	71	71
mux2i_1	72	72
-- layer usage --
layer / up-vias / global-route usage [%] / share of wire [%]
met5: - / 0.0834 / 0.042
li1: 25605 / - / -
met2: 2610 / 46.0 / 44
met3: 505 / 6.28 / 8.4
met4: 16 / 14.7 / 6.0
met1: 26860 / 40.5 / 42
-- final cells by class --
class	count	area, sq um	area share, %
multi-input cells	6262	47900	85.6
well taps	2310	2890	5.17
inverters	683	2570	4.59
repair buffers	316	2560	4.58
diodes	10	25.0	0.0447
-- through the flow --
stage | std cells | hold WS [ns] | power (mW) | setup WS, ns | instance area, sq um
final | 9581 | 184.06 | 0.412 | 185.05 | 56000
after global routing | 9577 | 184.10 | 0.446 | 180.27 | 55900
after CTS | 9571 | 184.01 | 0.408 | 187.14 | 55900
after detailed placement | 9571 | 184.01 | 0.405 | 187.53 | 55900
after global placement | 9571 | 184.01 | 0.407 | 188.35 | 55900
after floorplan | 7292 | 182.75 | 0.240 | 203.53 | 51700
-- cell families (layout without fill, tap and decap cells) --
logic type,after synthesis,after routing
simple gates,2537,2537
compound gates,1993,1993
fa+ha+maj,1097,1097
buf+inv,1030,999
xor+xnor,490,490
mux,145,145
other cells,0,10
-- worst max-delay path by stage --
| stage | cells past startpoint | end | startpoint | slack (ns) |
|---|---|---|---|---|
| 6_report | 282 | out[31] | b[17] | 185.05 |
| 5_1_grt | 286 | out[31] | b[17] | 180.27 |
| 4_1_cts | 283 | out[31] | b[17] | 187.14 |
-- worst max-delay path, delay by kind of cell --
family	cells	cell delay, ns
fa+ha+maj	31	10.23
xor+xnor	1	0.18
simple gates	74	23.35
buf+inv	25	5.59
compound gates	140	44.52
mux	11	4.39
-- power groups by stage --
stage    sequential (mW)  combinational (mW)     clock [mW]
4_1_cts                0               0.408              0
5_1_grt                0               0.446  0.00000000113
-- cells in the mapped netlist (16+ instances only) --
library cell	instances	area (sq um)
nand2_1	950	3570
ha_1	687	8600
inv_1	679	2550
nor2_1	670	2510
a21oi_1	504	2520
fa_1	410	8210
o21ai_0	367	1840
xnor2_1	313	2740
clkbuf_1	258	968
a21o_1	192	1440
xor2_1	177	1550
nor3_1	166	831
o21a_1	136	1020
nand3_1	130	651
and2_1	116	726
a31oi_1	85	532
a211oi_1	78	586
and3_1	73	457
mux2i_1	72	721
o211ai_1	71	533
nand2b_1	70	438
or2_2	66	413
mux2_2	64	721
buf_1	61	229
or3_1	61	382
o31ai_1	60	450
nor2b_1	57	357
o21bai_1	54	405
nand4_1	49	307
nor4_1	37	231
o22ai_1	31	194
a221oi_1	28	245
a21boi_0	26	195
buf_2	26	130
o221ai_1	26	228
a2111oi_0	24	210
a211o_1	22	193
o31a_1	22	193
a221o_1	18	180
or4_1	17	128
and4_1	16	140
o21ai_1	16	80.1
o311ai_0	16	140
No activity file was given, so power comes from the tool's default toggle rates.
