[design/flow/config.mk]
export PLATFORM = sky130hd
export DESIGN_NAME = clock_divider
export DESIGN_NICKNAME = clock_divider
export VERILOG_FILES = /design/flow/design.v
export SDC_FILE = /design/flow/constraint.sdc
export NUM_CORES = 4
export LEC_CHECK = 1
export CORE_AREA = 10 10 80 80
export DIE_AREA = 0 0 90 90
[design/flow/constraint.sdc]
current_design clock_divider

set clk_period 1.0
set clk_io_pct 0.2

create_clock -name clk0 -period $clk_period [get_ports {clk_in}]

set non_clock_inputs [all_inputs -no_clocks]
set_input_delay [expr $clk_period * $clk_io_pct] -clock clk0 $non_clock_inputs
set_output_delay [expr $clk_period * $clk_io_pct] -clock clk0 [all_outputs]
[design/flow/design.v]
module clock_divider #(parameter N=2)(
	input  logic clk_in,
	output logic clock_out
);
logic[27:0]counter = 28'd0;
always @(posedge clk_in) 
	begin
		counter <= counter + 28'd1;
		if (counter >= (N-1)) counter <= 28'd0;
		clock_out <= (counter < N/2) ? 1'b1 : 1'b0;
	end
endmodule
[design/flow/run.sh]
#!/bin/bash
# OpenROAD 26Q1-2900-gdf79404cd8, Yosys 0.63+post, stock flow scripts
make -C /OpenROAD-flow-scripts/flow DESIGN_CONFIG=/design/flow/config.mk WORK_HOME=/design/flow/orfs finish
==> notes.md <==
Implementation status.

- The run finished, with violations left.
- The final reports fail on negative setup slack.
- The antenna cell count is 0.
- The script logs the ratio of routed vias to standard cells as 2.69.
- At the worst endpoint, the arrival time is 1.39 ns.
- The root buffer cell is sky130_fd_sc_hd__clkbuf_8.
- The number of sinks handled by clock tree synthesis is 29.
- The final route contains 423 vias.
- In this run the maximum-capacitance check reported violations numbering 0.
- The number of buffers inserted during clock tree synthesis is 5.
- The total setup violations reported at the end of the flow is 4.
- Per the summary, power density relative to cell area is 1990 mW/mm².
- The async set-or-reset flop fraction in the synthesized netlist is 0.
- After synthesis, the chip area reported by Yosys is 764 µm².
- Warnings raised by the tools during the run amount to 30.
- The number of synthesized flops with an enable pin is 0.
- The final estimated routing congestion in global placement is 0.752.
- Among all stages on the critical path, the maximum delay recorded is 0.30 ns.
- The sort of element at the start of the critical path is a flop.
- The final setup skew is 0.00290 ns.
- The number of antenna violations at the first check in global routing came to 0.
- The highest attainable clock frequency is 823 MHz.
- The buffer_ports step reported a buffer count of 1.
- Compared with the post-synthesis result, the final layout area differs by 48.9%.
- At the later pin of the worst-skew pair, clock insertion delay measures 0.27 ns.
- The cell count listed in synth_stat.txt is 52.
- Dividing the final minimum period by the clock period gives 1.21.
- For this run the top cell type by instance count after synthesis was sky130_fd_sc_hd__dfxtp_1.
- Among all stages on the critical path, the largest delay is contributed by sky130_fd_sc_hd__dfxtp_1.
- The via count of the first global-routing pass is 414.
- Pin placement for this block handled 2 I/O pins.
- After detailed routing, the total wire length is 871 µm.
- For this sky-water flow run, the detailed-routed wirelength per cell is reported as 5.55 µm.
- The vertical die size is 90 µm.
- The static power due to leakage is 0.000459 µW.
- A synthesized cell averages 14.7 µm².
- The gate count after technology mapping is 52.
- The number of placement rows is 25.
- The layout summary lists the proportion of cells stronger than drive strength 1 as 0.278.
- The total grt overflow is 0.
- In this run the deepest clock path goes through 2 buffers.
- The clock H-tree reported by CTS has 2 levels.
- The worst slack on hold paths is 0.515 ns.
- Total global-route track usage over all layers is 0.0221.
- Together, buffers and inverters on the worst path number 0.
- The mapped netlist covers 764 µm².
- Note, the detailed placer reported a final HPWL of 622 µm.
- The die covers 0.00810 mm².
- The chip width is 90 µm.
- The number of filler cells placed in the layout is 477.
- Of the post-synthesis cell area, the dominant cell type holds 0.759.
- The cell type with the largest total area after synthesis is sky130_fd_sc_hd__dfxtp_1.
- The TritonCTS clock tree is done.
- The analysis reports a worst IR drop on VDD of 595 µV.
- The global-route wire length before repair is 1.56 mm.
- The violation count after the first detailed-route iteration is 10.
- The sequential area share after synthesis is 0.759.
- In this run, synthesis produced a sequential element count of 29.
- The detail route stage leaves a number of antenna-violating nets equal to 0.
- Per the final timing report, the hold violations number 0.
- The core area is 0.00472 mm².
- Listed in order, past its start point the critical path passes nor4_2 -> nand4_1 -> nor4_1.
- STA classifies the critical path endpoint as a flop.
- Setup repair after global routing could not meet its margin everywhere.
- Clock-pin slew was measured on the worst setup and hold paths at 0.06 ns.
- The required time at the endpoint of the critical path is 1.17 ns.
- Entering global routing, the biggest net connects 10 pins.
- In the final report, the number of pins over their slew limit comes to 0.
- The critical path is of the reg -> reg type.
- Overall power consumption after layout is estimated at 2270 µW.
- The path class of the tightest hold or removal check is reg -> reg.
- Before antenna repair, the detailed router went through 2 iterations.
- The timing report attributes the biggest portion of critical-path delay to simple AND/OR/NAND/NOR gates.
- The count of different cell masters after synthesis is 15.
- The floorplan step records an initial core utilization of 0.162.
- The routed design could run at a clock period as short as 1.21 ns.
- Ranked by instance count, the synthesized netlist is headed by sky130_fd_sc_hd__dfxtp_1, sky130_fd_sc_hd__nor4_2, sky130_fd_sc_hd__ha_1.
- Warnings reported by Yosys during synthesis add up to 1.
- The commonest register cell is sky130_fd_sc_hd__dfxtp_1.
- In the post-route analysis, the smallest setup slack over all paths is -0.214 ns.
- The total DRC errors in the routed layout is 0.
- The main area contributors are sky130_fd_sc_hd__dfxtp_1, sky130_fd_sc_hd__nor4_2, sky130_fd_sc_hd__ha_1.
- The maximum fanout along the worst path is 4.
==> sequential cells by signal, indices dropped and copies added (netlist names) <==
register,flops
counter,28
clock_out,1
==> layer usage <==
layer,GRT usage,vias to the layer above,share of wire,wire length (µm)
met3,0.0109,6,0.060,52
met1,0.0222,182,0.47,406
li1,-,227,-,-
met5,0,-,0,0
met4,0.0106,0,0.048,42
met2,0.0375,8,0.42,369
==> path summary, 6_finish.rpt <==
| path | from | to | slack [ns] | cells past startpoint |
|---|---|---|---|---|
| hold / removal | counter[0]$_SDFF_PP0_ | counter[0]$_SDFF_PP0_ | 0.52 | 2 |
| setup reg to reg | counter[13]$_SDFF_PP0_ | counter[0]$_SDFF_PP0_ | -0.21 | 3 |
| hold reg to reg | counter[0]$_SDFF_PP0_ | counter[0]$_SDFF_PP0_ | 0.52 | 2 |
| setup / recovery | counter[13]$_SDFF_PP0_ | counter[0]$_SDFF_PP0_ | -0.21 | 3 |
==> per-stage QoR <==
stage	area [µm²]	std cells	util	worst slack [ns]	setup TNS [ns]
after floorplan	862	76	-	-0.104	-0.178
after global placement	986	148	0.209	-0.201	-0.601
after detailed placement	986	148	0.209	-0.258	-0.746
after CTS	1110	156	0.234	-0.208	-0.729
after global routing	1140	157	0.241	-0.299	-1.04
final	1140	157	0.241	-0.214	-0.696
==> worst register-to-register path, stage by stage (launching register included) <==
cell                      delay, ns
sky130_fd_sc_hd__dfxtp_1       0.30
sky130_fd_sc_hd__nor4_2        0.29
sky130_fd_sc_hd__nand4_1       0.22
sky130_fd_sc_hd__nor4_1        0.30
==> cells in the final DEF, fill, tap and decap left out <==
cell	n
sky130_fd_sc_hd__nor3_1	1
sky130_fd_sc_hd__clkbuf_8	7
sky130_fd_sc_hd__nand3b_1	1
sky130_fd_sc_hd__buf_4	5
sky130_fd_sc_hd__nor2_1	1
sky130_fd_sc_hd__ha_4	1
sky130_fd_sc_hd__ha_1	2
sky130_fd_sc_hd__inv_1	1
sky130_fd_sc_hd__nor4b_2	1
sky130_fd_sc_hd__nand4_1	1
sky130_fd_sc_hd__nor4_1	2
sky130_fd_sc_hd__inv_2	1
sky130_fd_sc_hd__nand2b_1	2
sky130_fd_sc_hd__nor3b_1	1
sky130_fd_sc_hd__clkdlybuf4s15_1	1
sky130_fd_sc_hd__clkinv_2	1
sky130_fd_sc_hd__a211oi_1	1
sky130_fd_sc_hd__dfxtp_2	3
sky130_fd_sc_hd__conb_1	25
sky130_fd_sc_hd__nand3_2	1
sky130_fd_sc_hd__nor4_4	1
sky130_fd_sc_hd__nor4b_4	1
sky130_fd_sc_hd__dfxtp_1	26
sky130_fd_sc_hd__nor4_2	3
==> cell type report <==
class                   instances  area, µm²  area share
clock inverters                 1       5.00     0.00440
multi-input cells              45        314       0.276
repair buffers                  6       47.5      0.0418
flip-flops and latches         29        584       0.513
clock buffers                   7       96.3      0.0846
inverters                       2       7.51     0.00659
well taps                      67       83.8      0.0736
==> timing repair <==
item	in CTS	in global routing
pin swaps	2	4
endpoints found under the hold margin	0	0
buffers inserted	0	1
hold buffers	0	0
endpoints found under the setup margin	5	5
resized	4	7
gates cloned	0	0
==> logic make-up (layout without fill, tap and decap cells) <==
kind of cell / Yosys count / after routing / share of synthesized area
AOI/OAI and AO/OA: 1 / 1 / 0.00982
adders and majority gates: 3 / 3 / 0.0491
buffers and inverters: 2 / 16 / 0.00982
DFF: 29 / 29 / 0.759
other: 1 / 25 / 0.00491
and+or+nand+nor: 16 / 16 / 0.167
==> report_power, final <==
part | switching, µW | internal [µW]
clock | 389 | 620
combinational | 13.8 | 12.8
sequential | 24.1 | 1210
total | 427 | 1840
Power and IR drop assume default switching activity.
