**./config.mk**
```make
export PLATFORM = sky130hd
export DESIGN_NAME = pixel_printer
export DESIGN_NICKNAME = pixel_printer
export VERILOG_FILES = /design/flow/design.v
export SDC_FILE = /design/flow/constraint.sdc
export NUM_CORES = 4
export LEC_CHECK = 1
export CORE_UTILIZATION = 30
```
**./constraint.sdc**
```tcl
current_design pixel_printer

set clk_period 2.5
set clk_io_pct 0.2

create_clock -name clk0 -period $clk_period [get_ports {vga_clk}]

set non_clock_inputs [all_inputs -no_clocks]
set_input_delay [expr $clk_period * $clk_io_pct] -clock clk0 $non_clock_inputs
set_output_delay [expr $clk_period * $clk_io_pct] -clock clk0 [all_outputs]
```
**./design.v**
```verilog
module pixel_printer(
	input  logic vga_clk,
	input  logic rst,
	input  logic video_on,
	input  logic [9:0] pixel_x,
	input  logic [9:0] pixel_y,
	input  logic [7:0] color,
	output logic [7:0] red,
	output logic [7:0] green,
	output logic [7:0] blue,
	output logic [16:0] address
);
	localparam X_START = 170;
	localparam Y_START = 90;
	localparam OFFSET = 300;
	localparam BLACK = 8'h00;
	logic on_frame;
	assign on_frame = (pixel_x >= X_START && pixel_y >= Y_START &&
							 pixel_x < X_START+OFFSET && pixel_y < Y_START+OFFSET);
	always @(posedge vga_clk or posedge rst)  begin
		if (rst) begin
			address <= 17'd324;
		end
		else begin
			if (on_frame) begin
				address <= address + 17'd1;
				if (address >= 90323) begin
					address <= 17'd324;
				end
			end
		end
	end
	always @(posedge vga_clk) begin
		if(~video_on) begin
			red   <= BLACK;
			green <= BLACK;
			blue  <= BLACK;
		end
		else begin
			if (on_frame) begin
				red   <= color;
				green <= color;
				blue  <= color;
			end
			else begin
				red   <= BLACK;
				green <= BLACK;
				blue  <= BLACK;
			end
		end
	end
endmodule
```
**./run.sh**
```bash
#!/bin/bash
# OpenROAD 26Q1-2900-gdf79404cd8, Yosys 0.63+post, stock flow scripts
make -C /OpenROAD-flow-scripts/flow DESIGN_CONFIG=/design/flow/config.mk WORK_HOME=/design/flow/orfs finish
```
==> results.json <==
{
  "via_per_inst": 5.02,
  "worstPathRequired_ns": 2.69,
  "grt_max_degree": 18,
  "syn_area_sq_um": 1530,
  "fillers": 483,
  "crit_path_start_kind": "primary input",
  "arrival_ns": 2.49,
  "syn_area_per_cell_sq_um": 9.23,
  "ys_seq_share_pct": 38.5,
  "yosysChipArea_sq_um": 1530,
  "cp-end-kind": "flop",
  "relSlewSlack_pct": 54.4,
  "p_leak_uw": 0.000906,
  "place.port_buffers": 69,
  "clock.fmax_mhz": 434,
  "drtIter0Drc": 68,
  "yosys_warnings": 1,
  "area.growth.synth_to_final_pct": 49.8,
  "synthDistinctLibCells": 49,
  "holdCritPathClass": "flop to flop",
  "common_cells": "buf_4 (17), dfrtp_1 (14), nand2_1 (13), nor2_1 (13)",
  "slew_violations": 0,
  "crit_fanout": 6,
  "drive_above_1_share_pct": 17.3,
  "wl_per_cell_microns": 13.6,
  "clock_skew_ns": 0.00770,
  "warning_count": 27,
  "rsz0062_at_grt": "no",
  "topCellsByArea": "dfrtp_1 (23%), dfxtp_1 (10%), buf_4 (8.3%)",
  "power_uw": 1220,
  "drt_wl_total_mm": 4.05,
  "grt_pass1_wl_mm": 6.03,
  "cts_max_path_buffers": 2,
  "holdBufCountCts": 0,
  "remaining_drc_errors": 0,
  "reg2reg_slack_ns": 0.24,
  "grt_overflow": 0,
  "first_pass_iters": 4,
  "crit_start": "pixel_x[6]",
  "drv_cap": 0,
  "worstSetupPathType": "primary input to flop",
  "r2r-start": "address[0]",
  "stdcell_area_sq_um": 2290,
  "edf_count": 0,
  "syn_inst": 166,
  "hpwl_mm": 3.01,
  "vias": 1496,
  "track_usage_pct": 14.6,
  "dieArea_sq_um": 5390,
  "dp_slack_ns": -0.0989,
  "cts_buffers": 3,
  "cts_root_buffer": "clkbuf_8",
  "top_area_share_pct": 22.9,
  "place.gp.congestion": 0.831,
  "fin_util_pct": 47.6,
  "postCtsSetupRepairBufs": 0,
  "tritoncts": "built",
  "coreArea_sq_um": 4820,
  "ys_ff": 25,
  "hold_viol": 0,
  "ctsResizeCount": 0,
  "whs_path_depth": 1,
  "finalWorstSetupSlack_ns": 0.196,
  "detail-route-antenna-nets": 0,
  "reg2reg_depth": 7,
  "worstHoldEndpoint": "address[16]",
  "antenna_cells": 0,
  "status": "complete, no violations",
  "clk_latency_ns": 0.27,
  "num_io_pins": 72,
  "r2r_end": "address[16]",
  "yosys_cells": 166,
  "min_from": "address[16]",
  "cts.htree.levels": 1,
  "tightest_slew_ns": 0.684,
  "ir_worst_vdd_mv": 0.204,
  "die_h_microns": 73.5,
  "finalClockPeriodUsage_pct": 92.2,
  "core.rowCount": 25,
  "period_needed_ns": 2.30,
  "setup_viol": 0,
  "fp-utilization_pct": 31.8,
  "ff_type": "dfrtp_1",
  "async_flop_share_pct": 68.0,
  "grt_antenna_before_repair": 0,
  "clock-sinks": 25,
  "yosysTopAreaCell": "dfrtp_1",
  "yosysMostFrequentCell": "buf_4",
  "fp.dieW_microns": 73.5,
  "clkTransAtPathRegs_ns": 0.08,
  "power_density_nw_per_um2": 530,
  "grt_pass1_vias": 1240,
  "placed_area_sq_um": 2250
}
-- routing by layer --
metal  routed length [microns]  GRT usage (%)  up-vias  share of wire, %
li1                          -              -      752                 -
met1                      1980           25.0      692                49
met2                      1770           20.9       50                44
met3                       272           1.66        2               6.7
met4                        24           1.28        0              0.59
met5                         0              0        -                 0
-- cell type report --
cell class                 count  area, sq um  share of cell area [%]
inverter                       9         33.8                    1.47
sequential                    25          589                    25.7
tap                           67         83.8                    3.66
clock buffer                   4         45.0                    1.96
timing repair buffer          81          781                    34.0
multi-input combinational    112          761                    33.2
-- cell families (layout without fill, tap and decap cells) --
kind of cell / Yosys count / after routing / share of synthesized area [%]
and+or+nand+nor: 69 / 69 / 25.2
AOI/OAI and AO/OA: 42 / 42 / 23.7
buffers and inverters: 29 / 94 / 11.8
DFF: 25 / 25 / 38.5
adders and majority gates: 1 / 1 / 0.817
-- state kept, by name (all words and copies together) (netlist names) --
name	count
address	17
red	8
-- how the worst max path moves through the flow --
stage | to | slack [ns]
4_1_cts | address[16] | 0.17
6_report | address[16] | 0.20
5_1_grt | address[16] | 0.03
-- stage by stage --
| stage | instances | TNS (ns) | hold WS (ns) |
|---|---|---|---|
| 2_1_floorplan | 166 | 0 | 0.424 |
| 3_3_place_gp | 294 | -0.549 | 0.515 |
| 3_5_place_dp | 294 | -0.520 | 0.506 |
| 4_1_cts | 298 | 0 | 0.525 |
| 5_1_grt | 298 | 0 | 0.558 |
| 6_report | 298 | 0 | 0.522 |
-- cell usage in the layout, fill, tap and decap left out, types with 2 or more instances in the layout --
cell	netlist	routed
inv_1	9	9
o2111a_1	2	2
nand4_1	3	3
nor4_1	2	2
o21ai_0	6	6
a221o_2	6	6
or3_1	2	2
clkdlybuf4s50_1	0	69
and3_1	9	9
dfrtp_1	14	14
nor2_1	13	13
o221ai_1	3	3
dfstp_2	3	3
a21oi_1	3	3
buf_4	17	12
o211ai_1	2	2
a211oi_1	4	4
a22o_1	2	2
and3_2	5	5
nand3_1	8	8
a211o_2	2	2
nand2_1	13	13
clkbuf_8	0	3
dfxtp_1	8	8
nor3_1	4	4
-- where the power goes --
| part | switching, uW | leakage [uW] | internal [uW] |
|---|---|---|---|
| clock network | 126 | 0.0000228 | 114 |
| registers | 95.4 | 0.000262 | 465 |
| logic | 162 | 0.000622 | 254 |
-- critical path, cell delays in order --
cell and delay (ns):
clkdlybuf4s50_1 0.47, o21ai_0 0.12, a2111oi_2 0.45, o2111ai_2 0.33
o41a_1 0.48, a31oi_1 0.14
Power is estimated from default activity; no workload was simulated.
